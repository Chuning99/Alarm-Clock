$ cat config.mk
export PLATFORM = sky130hd
export DESIGN_NAME = lab2_part1_top_level
export DESIGN_NICKNAME = lab2_part1_top_level
export VERILOG_FILES = /design/flow/design.v
export SDC_FILE = /design/flow/constraint.sdc
export NUM_CORES = 4
export LEC_CHECK = 1
export CORE_UTILIZATION = 30
$ cat design.v
module alarm(
  input[6:0]   tmin,
               amin,
               thrs,
               ahrs,						 
  output logic buzz
);
always_comb begin
	buzz = tmin==amin && thrs==ahrs;	
	end
endmodule
module ct_mod_N #(parameter N=60)(
  input clk, rst, en,
  output logic[6:0] ct_out,
  output logic mVal);
   always_ff @(posedge clk)
      if(rst)
         ct_out <= 0;
      else if(en)
         ct_out <= (ct_out+'b1)%N;	   
  always_comb mVal = ct_out==(N-'b1);    
endmodule
module lab2_part1_top_level(
  input Reset,
        Timeset, 	   
        Alarmset,	   
		Minadv,
		Hrsadv,
		Alarmon,
		Pulse,		   
  output [6:0] S1disp, S0disp, 	    
               M1disp, M0disp, 
               H1disp, H0disp,
  output logic Buzz);	            
  logic[6:0] TSec, TMin, THrs,      
             AMin, AHrs;		    
  logic[6:0] Min, Hrs;
  logic Szero, Mzero, Hzero, 	    
        TMen, THen, AMen, AHen; 
  logic Buzz1;	                    
  ct_mod_N #(.N('d60)) Sct(
    .clk(Pulse), .rst(Reset), .en(~Timeset), .ct_out(TSec), .mVal(Szero)
    );
	always_comb begin
		if(Timeset == 'd0 && Szero == 'd1) TMen = 'd1;
		else if(Timeset == 'd1 && Minadv == 'd1) TMen = 'd1;
		else TMen = 'd0;
	end
  ct_mod_N #(.N('d60)) Mct(
    .clk(Pulse), .rst(Reset), .en(TMen), .ct_out(TMin), .mVal(Mzero)
    );
	always_comb begin
		if(Timeset == 'd0 && Szero == 'd1 && Mzero == 'd1) THen = 'd1;
		else if(Timeset == 'd1 && Hrsadv == 'd1) THen = 'd1;
		else THen = 'd0;
	end
  ct_mod_N #(.N('d24)) Hct(
	.clk(Pulse), .rst(Reset), .en(THen), .ct_out(THrs), .mVal(Hzero)
    );
	 always_comb begin
		if(Alarmset == 'd1 && Minadv == 'd1) 
			AMen = 'd1;
		else AMen = 'd0;
	 end
  ct_mod_N #(.N('d60)) Mreg(
    .clk(Pulse), .rst(Reset), .en(AMen), .ct_out(AMin), .mVal()
    ); 
	 always_comb begin
		if(Alarmset == 'd1 && Hrsadv == 'd1) 
			AHen = 'd1;
		else AHen = 'd0;
	 end
  ct_mod_N #(.N('d24)) Hreg(
    .clk(Pulse), .rst(Reset), .en(AHen), .ct_out(AHrs), .mVal()
    ); 
	 always_comb begin
		if(Alarmset == 'd1 && Timeset == 'd0) begin
			Min = AMin;
			Hrs = AHrs;
		end else begin
			Min = TMin;
			Hrs = THrs;
		end
	 end
  lcd_int Sdisp(
    .bin_in (TSec)  ,
	.Segment1  (S1disp),
	.Segment0  (S0disp)
	);
  lcd_int Mdisp(
    .bin_in (Min) ,
	.Segment1  (M1disp),
	.Segment0  (M0disp)
	);
  lcd_int Hdisp(
    .bin_in (Hrs),
	.Segment1  (H1disp),
	.Segment0  (H0disp)
	);
  alarm a1(
    .tmin(TMin), .amin(AMin), .thrs(THrs), .ahrs(AHrs), .buzz(Buzz1)
	);
	assign Buzz = Alarmon && Buzz1;
endmodule
module lcd_int(                                                                           
  input[6:0] bin_in,
  output logic [6:0] Segment1,
                     Segment0);
  logic[6:0] bin0;                         
  assign bin0 = bin_in % 10;   
  logic[6:0] bin1;                         
  assign bin1 = bin_in/10;         
  always_comb case(bin0) 
    4'b0000 : Segment0 = 7'h7E;
    4'b0001 : Segment0 = 7'h30;
    4'b0010 : Segment0 = 7'h6D;
    4'b0011 : Segment0 = 7'h79;
    4'b0100 : Segment0 = 7'h33;          
    4'b0101 : Segment0 = 7'h5B;
    4'b0110 : Segment0 = 7'h5F;
    4'b0111 : Segment0 = 7'h70;
    4'b1000 : Segment0 = 7'h7F;
    4'b1001 : Segment0 = 7'h7B;
        default : Segment0 = 7'h00;
  endcase
    always_comb case(bin1) 
    4'b0000 : Segment1 = 7'h7E;
    4'b0001 : Segment1 = 7'h30;
    4'b0010 : Segment1 = 7'h6D;
    4'b0011 : Segment1 = 7'h79;
    4'b0100 : Segment1 = 7'h33;          
    4'b0101 : Segment1 = 7'h5B;
    4'b0110 : Segment1 = 7'h5F;
    4'b0111 : Segment1 = 7'h70;
    4'b1000 : Segment1 = 7'h7F;
    4'b1001 : Segment1 = 7'h7B;
        default : Segment1 = 7'h00;
  endcase
endmodule
$ cat constraint.sdc
current_design lab2_part1_top_level

set clk_period 11.9
set clk_io_pct 0.2

create_clock -name clk0 -period $clk_period [get_ports {Pulse}]

set non_clock_inputs [all_inputs -no_clocks]
set_input_delay [expr $clk_period * $clk_io_pct] -clock clk0 $non_clock_inputs
set_output_delay [expr $clk_period * $clk_io_pct] -clock clk0 [all_outputs]
$ cat run.sh
#!/bin/bash
# OpenROAD 26Q1-2900-gdf79404cd8, Yosys 0.63+post, stock flow scripts
make -C /OpenROAD-flow-scripts/flow DESIGN_CONFIG=/design/flow/config.mk WORK_HOME=/design/flow/orfs finish
==> results.yml <==
# generated from flow reports
worst_setup_path:
  cp-start-kind: "input port"
  rr_startpoint: "Mct.ct_out[1]$_SDFFE_PP0P_"
  crit_fanout: 16
  critPathArrivalTime_ns: 8.81
  required_ns: 9.52
  cp-startpoint: "Alarmset"
  cp_num_buf_inv: 5
  cp-end-kind: "output port"
  path_depth: 25
  crit_type: "input port to output port"
  r2r_cells: 12
  regToRegSetupSlack_ns: 9.00
  crit_top_cell: "ha_1"
  critPathCapture: "M0disp[3]"
  cpLargestDelayFamily: "AND-OR/OR-AND gates"
  r2r-end: "Mct.ct_out[5]$_SDFFE_PP0P_"
  cpPeakStageDelay_ns: 0.57
  cpMaxStageDelayCell: "or3_1"
yosys:
  yosys-stat-area_um2: 6070
  synth_seq_share: 0.115
  flop_cell: "dfxtp_1"
  async_flop_share: 0
  yosysCellCount: 864
  syn_area_per_cell_um2: 7.02
  edf_count: 0
  yosys.cell_types.count: 84
  ys_ff: 35
  synthCells: 864
  netlist_area_um2: 6070
  yosys_warnings: 5
sta:
  worst_slew_pin_slew_ns: 0.987
  setup_tns_ns: 0
  finalSetupViolCount: 0
  relSlewSlack: 0.337
  fin_crit_sh: 0.941
  rsz0062_at_grt: "no"
  drv_slew: 0
  period_needed_ns: 11.19
  finalHoldViolations: 0
  fmax_mhz: 89.3
  skew_ns: 0.00401
flow_run:
  openroad.warnings: 61
  maxCapViolCount: 0
clock_network:
  numCtsBuffers: 5
  postCtsHoldBufs: 0
  post_cts_buffers: 0
  cts_buffer_depth: 2
  clock-sinks: 35
  cts_tree: "done"
  htreeDepth: 2
  cts_root_buf: "clkbuf_16"
  post_cts_resized: 0
  clkLatencyLatePin_ns: 0.28
  clk_pin_slew_ns: 0.05
drt:
  dr.first_iter.drc_count: 373
  drc: 0
  vias_per_cell: 5.31
  drt_pre_antenna_iters: 7
  ant_nets: 0
  wire_per_inst_um: 12.8
  wirelength_um: 14700
  vias: 6095
  num_antenna_cells: 0
grt:
  grt_pass1_vias: 5397
  grtUsageTotal: 0.144
  grt-ovfl-total: 0
  antenna_found_initial: 0
  grt_max_degree: 36
  grt_pass1_wl_um: 25000
power:
  peakVddDrop_mv: 0.0530
  total_power_w: 0.000505
  leakage_nw: 2.68
  powerDensity_nw_per_um2: 73.0
floorplan:
  die_y_um: 144
  die_area_um2: 20800
  coreArea_um2: 19700
  io_pins: 50
  dieWidth_um: 144
  rows: 51
  initCoreUtil: 0.309
layout:
  area_delta_synth_final_pct: 13.9
  drive_gt1_frac: 0.0658
  utilization: 0.352
  n_fill_cell: 2118
placement:
  place.gp.congestion: 0.945
  io_buffers: 49
  hpwl_um: 10900
worst_hold_path:
  hp-class: "flop to flop"
outcome:
  status: "finished, final reports clean"
-- synth_stat cells, types with 3 or more instances --
library cell | n | area share
nor2b_1 | 9 | 0.0093
nor3b_1 | 3 | 0.0037
a31oi_1 | 16 | 0.016
a311o_1 | 3 | 0.0049
dfxtp_1 | 35 | 0.12
nand2_1 | 74 | 0.046
nor3_1 | 26 | 0.021
a22o_1 | 3 | 0.0043
nand2b_1 | 8 | 0.0082
a21boi_0 | 4 | 0.0049
mux2_2 | 14 | 0.026
a221oi_1 | 4 | 0.0058
mux2i_1 | 28 | 0.046
xnor2_1 | 55 | 0.079
o22ai_1 | 9 | 0.0093
o211a_1 | 3 | 0.0049
inv_1 | 39 | 0.024
buf_1 | 4 | 0.0025
buf_2 | 8 | 0.0066
a21oi_1 | 62 | 0.051
nor4b_1 | 4 | 0.0058
nor2_1 | 106 | 0.066
o21ai_1 | 5 | 0.0041
and3_1 | 8 | 0.0082
nand4_1 | 9 | 0.0093
a21o_1 | 11 | 0.014
o31ai_1 | 7 | 0.0087
a22oi_1 | 3 | 0.0037
xor2_1 | 12 | 0.017
nor4_1 | 7 | 0.0072
o211ai_1 | 7 | 0.0087
a311oi_1 | 5 | 0.0072
o21ai_0 | 36 | 0.030
or3_1 | 8 | 0.0082
o21a_1 | 18 | 0.022
nand3_1 | 40 | 0.033
ha_1 | 54 | 0.11
clkbuf_1 | 38 | 0.024
a2111oi_0 | 3 | 0.0043
and2_1 | 8 | 0.0082
a211oi_1 | 11 | 0.014
-- tightest hold or removal path: stages, from the launching register on --
cell     delay, ns
dfxtp_1       0.38
nand2_1       0.09
a21oi_1       0.05
-- power by group --
part | internal [W] | leakage [nW] | switching [W]
Clock | 0.0000772 | 0.0669 | 0.0000498
Combinational | 0.000136 | 2.33 | 0.000109
Sequential | 0.000122 | 0.285 | 0.0000115
Total | 0.000335 | 2.68 | 0.000170
-- logic make-up after synthesis --
logic type,count (synthesis),share of synthesized area
compound gates,248,0.282
xor+xnor,67,0.0967
fa+ha+maj,55,0.113
buf+inv,92,0.0598
flops,35,0.115
mux,44,0.0769
simple gates,323,0.256
-- routing by layer --
metal  part of all wire  global-route usage  vias up
li1                   -                   -     3180
met1               0.51               0.210     2787
met2               0.46               0.244      120
met3              0.028             0.00809        8
met4             0.0066              0.0116        0
met5                  0                   0        -
-- flip-flops by register name, indices dropped and copies added, names as in the netlist --
register and cells:
Hct.ct_out 7, Hreg.ct_out 7, Mct.ct_out 7, Mreg.ct_out 7
Sct.ct_out 7
-- stage by stage --
step | hold WS (ns) | instances | instance area [um^2] | setup WS [ns]
2_1_floorplan | 0.507 | 864 | 6070 | 2.32
3_3_place_gp | 0.555 | 1139 | 6770 | 0.943
3_5_place_dp | 0.559 | 1139 | 6770 | 0.815
4_1_cts | 0.573 | 1147 | 6910 | 0.773
5_1_grt | 0.602 | 1147 | 6910 | 0.0497
6_report | 0.572 | 1147 | 6910 | 0.708
-- final cells by class --
type                       count  area (um^2)  share of cell area
clock buffer                   6          129              0.0186
clock inverter                 2         12.5             0.00181
inverter                      41          154              0.0223
multi-input combinational    737         5000               0.724
sequential                    35          701               0.101
tap                          265          332              0.0480
timing repair buffer          61          581              0.0840
-- layout by cell type (no fill, tap or decap), types with 8 or more instances in the layout --
cell type | netlist | final
nor2_1 | 106 | 106
nand2_1 | 74 | 74
a21oi_1 | 62 | 62
xnor2_1 | 55 | 55
ha_1 | 54 | 54
clkdlybuf4s50_1 | 0 | 49
nand3_1 | 40 | 40
inv_1 | 39 | 39
o21ai_0 | 36 | 36
dfxtp_1 | 35 | 35
mux2i_1 | 28 | 28
nor3_1 | 26 | 26
o21a_1 | 18 | 18
a31oi_1 | 16 | 16
mux2_2 | 14 | 14
xor2_1 | 12 | 12
buf_4 | 0 | 12
a21o_1 | 11 | 11
a211oi_1 | 11 | 11
nand4_1 | 9 | 9
o22ai_1 | 9 | 9
nor2b_1 | 9 | 9
and3_1 | 8 | 8
and2_1 | 8 | 8
nand2b_1 | 8 | 8
or3_1 | 8 | 8
-- worst min-delay path by stage --
stage,startpoint,to,slack [ns],depth (start not counted)
after global routing,Mreg.ct_out[6]$_SDFFE_PP0P_,Mreg.ct_out[6]$_SDFFE_PP0P_,0.60,1
after CTS,Hct.ct_out[1]$_SDFFE_PP0P_,Hct.ct_out[1]$_SDFFE_PP0P_,0.57,2
final,Hct.ct_out[1]$_SDFFE_PP0P_,Hct.ct_out[1]$_SDFFE_PP0P_,0.57,2
Power figures rest on the tool's default switching activity, not on a simulated workload.
